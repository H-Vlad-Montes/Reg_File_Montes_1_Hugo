==> /design/flow/design.v <==
module MUX32_1
#(
	parameter WIDTH = 32,
	parameter SIZE = 5
	)
   (
	input [WIDTH-1:0] data_0, data_1, data_2, data_3, data_4, data_5,
	input [WIDTH-1:0] data_6, data_7, data_8, data_9, data_10, data_11,
	input [WIDTH-1:0] data_12, data_13, data_14, data_15, data_16, data_17,
	input [WIDTH-1:0] data_18, data_19, data_20, data_21, data_22, data_23,
	input [WIDTH-1:0] data_24, data_25, data_26, data_27, data_28, data_29,
	input [WIDTH-1:0] data_30, data_31,
   input [SIZE-1:0]selec,
   output reg [WIDTH-1:0] data_out
	);
always @(*)
begin
case (selec) 
	1: begin
		data_out = data_1;
	end
	2: begin
		data_out = data_2;
	end
	3: begin
		data_out = data_3;
	end
	4: begin
		data_out = data_4;
	end
	5: begin
		data_out = data_5;
	end
	6: begin
		data_out = data_6;
	end
	7: begin
		data_out = data_7;
	end
	8: begin
		data_out = data_8;
	end
	9: begin
		data_out = data_9;
	end
	10: begin
		data_out = data_10;
	end
	11: begin
		data_out = data_11;
	end
	12: begin
		data_out = data_12;
	end
	13: begin
		data_out = data_13;
	end
	14: begin
		data_out = data_14;
	end
	15: begin
		data_out = data_15;
	end
	16: begin
		data_out = data_16;
	end
	17: begin
		data_out = data_17;
	end
	18: begin
		data_out = data_18;
	end
	19: begin
		data_out = data_19;
	end
	20: begin
		data_out = data_20;
	end
	21: begin
		data_out = data_21;
	end
	22: begin
		data_out = data_22;
	end
	23: begin
		data_out = data_23;
	end	
	24: begin
		data_out = data_24;
	end	
	25: begin
		data_out = data_25;
	end	
	26: begin
		data_out = data_26;
	end	
	27: begin
		data_out = data_27;
	end	
	28: begin
		data_out = data_28;
	end	
	29: begin
		data_out = data_29;
	end	
	30: begin
		data_out = data_30;
	end	
	31: begin
		data_out = data_31;
	end
	default: 
	begin 
		data_out = data_0;
	end
endcase	
end
endmodule
module Registers_32
#(
	parameter WIDTH = 32
)
(
	input [WIDTH-1:0] Rd,
	input clk, reset,
	input reg_write_i,
	input [WIDTH-1:0] CP_o,
	output [WIDTH-1:0] Q, Q1, Q2, Q3, Q4, Q5, Q6, Q7, Q8, Q9, Q10, Q11, Q12, Q13, Q14, Q15,
	output [WIDTH-1:0] Q16, Q17, Q18, Q19, Q20, Q21, Q22, Q23, Q24, Q25, Q26, Q27, Q28, Q29, Q30, Q31
	);
	wire [WIDTH-1 : 0] Enable_dec;
generate
	genvar i;
		for (i = 0; i < WIDTH; i = i+1)
		begin: Reg
			and dec (Enable_dec[i], reg_write_i, CP_o[i]);
	end
endgenerate 
	ff Reg0 (.d(Rd), .clk(clk), .reset(reset), .enable(Enable_dec[0]), .q(Q));
	ff Reg1 (.d(Rd), .clk(clk), .reset(reset), .enable(Enable_dec[1]), .q(Q1));
	ff Reg2 (.d(Rd), .clk(clk), .reset(reset), .enable(Enable_dec[2]), .q(Q2));
	ff Reg3 (.d(Rd), .clk(clk), .reset(reset), .enable(Enable_dec[3]), .q(Q3));
	ff Reg4 (.d(Rd), .clk(clk), .reset(reset), .enable(Enable_dec[4]), .q(Q4));
	ff Reg5 (.d(Rd), .clk(clk), .reset(reset), .enable(Enable_dec[5]), .q(Q5));
	ff Reg6 (.d(Rd), .clk(clk), .reset(reset), .enable(Enable_dec[6]), .q(Q6));
	ff Reg7 (.d(Rd), .clk(clk), .reset(reset), .enable(Enable_dec[7]), .q(Q7));
	ff Reg8 (.d(Rd), .clk(clk), .reset(reset), .enable(Enable_dec[8]), .q(Q8));
	ff Reg9 (.d(Rd), .clk(clk), .reset(reset), .enable(Enable_dec[9]), .q(Q9));
	ff Reg10 (.d(Rd), .clk(clk), .reset(reset), .enable(Enable_dec[10]), .q(Q10));
	ff Reg11 (.d(Rd), .clk(clk), .reset(reset), .enable(Enable_dec[11]), .q(Q11));
	ff Reg12 (.d(Rd), .clk(clk), .reset(reset), .enable(Enable_dec[12]), .q(Q12));
	ff Reg13 (.d(Rd), .clk(clk), .reset(reset), .enable(Enable_dec[13]), .q(Q13));
	ff Reg14 (.d(Rd), .clk(clk), .reset(reset), .enable(Enable_dec[14]), .q(Q14));
	ff Reg15 (.d(Rd), .clk(clk), .reset(reset), .enable(Enable_dec[15]), .q(Q15));
	ff Reg16 (.d(Rd), .clk(clk), .reset(reset), .enable(Enable_dec[16]), .q(Q16));
	ff Reg17 (.d(Rd), .clk(clk), .reset(reset), .enable(Enable_dec[17]), .q(Q17));
	ff Reg18 (.d(Rd), .clk(clk), .reset(reset), .enable(Enable_dec[18]), .q(Q18));
	ff Reg19 (.d(Rd), .clk(clk), .reset(reset), .enable(Enable_dec[19]), .q(Q19));
	ff Reg20 (.d(Rd), .clk(clk), .reset(reset), .enable(Enable_dec[20]), .q(Q20));
	ff Reg21 (.d(Rd), .clk(clk), .reset(reset), .enable(Enable_dec[21]), .q(Q21));
	ff Reg22 (.d(Rd), .clk(clk), .reset(reset), .enable(Enable_dec[22]), .q(Q22));
	ff Reg23 (.d(Rd), .clk(clk), .reset(reset), .enable(Enable_dec[23]), .q(Q23));
	ff Reg24 (.d(Rd), .clk(clk), .reset(reset), .enable(Enable_dec[24]), .q(Q24));
	ff Reg25 (.d(Rd), .clk(clk), .reset(reset), .enable(Enable_dec[25]), .q(Q25));
	ff Reg26 (.d(Rd), .clk(clk), .reset(reset), .enable(Enable_dec[26]), .q(Q26));
	ff Reg27 (.d(Rd), .clk(clk), .reset(reset), .enable(Enable_dec[27]), .q(Q27));
	ff Reg28 (.d(Rd), .clk(clk), .reset(reset), .enable(Enable_dec[28]), .q(Q28));
	ff Reg29 (.d(Rd), .clk(clk), .reset(reset), .enable(Enable_dec[29]), .q(Q29));
	ff Reg30 (.d(Rd), .clk(clk), .reset(reset), .enable(Enable_dec[30]), .q(Q30));
	ff Reg31 (.d(Rd), .clk(clk), .reset(reset), .enable(Enable_dec[31]), .q(Q31));
endmodule 
module cp5x32 
#( 
parameter WIDTH = 32, 
parameter SIZE = 5
)(
input [SIZE-1:0] entrada,  
output reg [WIDTH-1:0] salida
);
always @(*) begin 
case(entrada)
			default:	salida = 32'b00000000_00000000_00000000_00000000;
		5'b00001	:	salida = 32'b00000000_00000000_00000000_00000010;
		5'b00010	:	salida = 32'b00000000_00000000_00000000_00000100;
		5'b00011	:	salida = 32'b00000000_00000000_00000000_00001000;
		5'b00100	:	salida = 32'b00000000_00000000_00000000_00010000;
		5'b00101	:	salida = 32'b00000000_00000000_00000000_00100000;
		5'b00110	:	salida = 32'b00000000_00000000_00000000_01000000;
		5'b00111	:	salida = 32'b00000000_00000000_00000000_10000000;
		5'b01000	:	salida = 32'b00000000_00000000_00000001_00000000;
		5'b01001	:	salida = 32'b00000000_00000000_00000010_00000000;
		5'b01010	:	salida = 32'b00000000_00000000_00000100_00000000;
		5'b01011	:	salida = 32'b00000000_00000000_00001000_00000000;
		5'b01100	:	salida = 32'b00000000_00000000_00010000_00000000;
		5'b01101	:	salida = 32'b00000000_00000000_00100000_00000000;
		5'b01110	:	salida = 32'b00000000_00000000_01000000_00000000;
		5'b01111	:	salida = 32'b00000000_00000000_10000000_00000000;
		5'b10000	:	salida = 32'b00000000_00000001_00000000_00000000;
		5'b10001	:	salida = 32'b00000000_00000010_00000000_00000000;
		5'b10010	:	salida = 32'b00000000_00000100_00000000_00000000;
		5'b10011	:	salida = 32'b00000000_00001000_00000000_00000000;
		5'b10100	:	salida = 32'b00000000_00010000_00000000_00000000;
		5'b10101	:	salida = 32'b00000000_00100000_00000000_00000000;
		5'b10110	:	salida = 32'b00000000_01000000_00000000_00000000;
		5'b10111	:	salida = 32'b00000000_10000000_00000000_00000000;
		5'b11000	:	salida = 32'b00000001_00000000_00000000_00000000;
		5'b11001	:	salida = 32'b00000010_00000000_00000000_00000000;
		5'b11010	:	salida = 32'b00000100_00000000_00000000_00000000;
		5'b11011	:	salida = 32'b00001000_00000000_00000000_00000000;
		5'b11100	:	salida = 32'b00010000_00000000_00000000_00000000;
		5'b11101	:	salida = 32'b00100000_00000000_00000000_00000000;
		5'b11110	:	salida = 32'b01000000_00000000_00000000_00000000;
		5'b11111	:	salida = 32'b10000000_00000000_00000000_00000000;
	endcase
	end
endmodule
module ff #(
parameter WHIDT = 32
)
(
		input		[WHIDT-1 : 0] d, 
		input 	clk, 
		input		reset, 
		input		enable,
		output 	[WHIDT-1 : 0] q
);
		reg 		[WHIDT-1 : 0] q6;
   always @(posedge clk or negedge reset) begin
      if (!reset)
         q6 <= 0;
      else if(enable)
         q6 <= d;
   end
  assign q = q6;
endmodule
module reg_file #(
parameter WIDTH = 32,
parameter SIZE = 5
)(
input clk,
input reset,
input	reg_write_i, 		 
input [SIZE-1:0] read_register_1_i,  
input [SIZE-1:0] read_register_2_i,  
input [SIZE-1:0] write_register_i,   
input [WIDTH-1:0] write_data_i,		 
output [WIDTH-1:0] read_data_1_o, 
output [WIDTH-1:0] read_data_2_o  
);
wire [WIDTH-1:0] Q [0:32];
wire [WIDTH-1:0] cp_o;
cp5x32 rd (.entrada(write_register_i), .salida(cp_o));
Registers_32 R32(
.Rd(write_data_i),
.clk(clk), 
.reset(reset),
.reg_write_i(reg_write_i),
.CP_o(cp_o),
.Q(Q[0]), .Q1(Q[1]), .Q2(Q[2]), .Q3(Q[3]), .Q4(Q[4]), .Q5(Q[5]), .Q6(Q[6]), .Q7(Q[7]), .Q8(Q[8]),
.Q9(Q[9]), .Q10(Q[10]), .Q11(Q[11]), .Q12(Q[12]), .Q13(Q[13]), .Q14(Q[14]), .Q15(Q[15]),
.Q16(Q[16]), .Q17(Q[17]), .Q18(Q[18]), .Q19(Q[19]), .Q20(Q[20]), .Q21(Q[21]), .Q22(Q[22]), .Q23(Q[23]),
.Q24(Q[24]), .Q25(Q[25]), .Q26(Q[26]), .Q27(Q[27]), .Q28(Q[28]), .Q29(Q[29]), .Q30(Q[30]), .Q31(Q[31])
	);
MUX32_1 MUX1 (
	.data_0(Q[0]), .data_1(Q[1]), .data_2(Q[2]), .data_3(Q[3]), .data_4(Q[4]), .data_5(Q[5]),
	.data_6(Q[6]), .data_7(Q[7]), .data_8(Q[8]), .data_9(Q[9]), .data_10(Q[10]), .data_11(Q[11]),
	.data_12(Q[12]), .data_13(Q[13]), .data_14(Q[14]), .data_15(Q[15]), .data_16(Q[16]), .data_17(Q[17]),
	.data_18(Q[18]), .data_19(Q[19]), .data_20(Q[20]), .data_21(Q[21]), .data_22(Q[22]), .data_23(Q[23]),
	.data_24(Q[24]), .data_25(Q[25]), .data_26(Q[26]), .data_27(Q[27]), .data_28(Q[28]), .data_29(Q[29]),
	.data_30(Q[30]), .data_31(Q[31]), .selec(read_register_1_i), .data_out(read_data_1_o)
	);
MUX32_1 MUX2 (
	.data_0(Q[0]), .data_1(Q[1]), .data_2(Q[2]), .data_3(Q[3]), .data_4(Q[4]), .data_5(Q[5]),
	.data_6(Q[6]), .data_7(Q[7]), .data_8(Q[8]), .data_9(Q[9]), .data_10(Q[10]), .data_11(Q[11]),
	.data_12(Q[12]), .data_13(Q[13]), .data_14(Q[14]), .data_15(Q[15]), .data_16(Q[16]), .data_17(Q[17]),
	.data_18(Q[18]), .data_19(Q[19]), .data_20(Q[20]), .data_21(Q[21]), .data_22(Q[22]), .data_23(Q[23]),
	.data_24(Q[24]), .data_25(Q[25]), .data_26(Q[26]), .data_27(Q[27]), .data_28(Q[28]), .data_29(Q[29]),
	.data_30(Q[30]), .data_31(Q[31]), .selec(read_register_2_i), .data_out(read_data_2_o)
	);
endmodule
module wrapper_register_file #(
	parameter WIDTH = 32,
	parameter SIZE = 5
)(
	input clk,
	input reset,
	input	reg_write_i, 						 
	input [SIZE-1:0] read_register_1_i,  
	input [SIZE-1:0] read_register_2_i,  
	input [SIZE-1:0] write_register_i,   
	input [WIDTH-1:0] write_data_i,		 
	output [WIDTH-1:0] read_data_1_o, 
	output [WIDTH-1:0] read_data_2_o  
);
reg_file registerfile (
	.clk(clk), .reset(reset), 
	.reg_write_i(reg_write_i),
	.read_register_1_i(read_register_1_i), 
	.read_register_2_i(read_register_2_i),
	.write_register_i(write_register_i), 
	.write_data_i(write_data_i),	
	.read_data_1_o(read_data_1_o),
	.read_data_2_o(read_data_2_o) 
);
endmodule 
==> /design/flow/run.sh <==
#!/bin/bash
# OpenROAD 26Q1-2900-gdf79404cd8, Yosys 0.63+post, stock flow scripts
make -C /OpenROAD-flow-scripts/flow DESIGN_CONFIG=/design/flow/config.mk WORK_HOME=/design/flow/orfs finish
==> /design/flow/config.mk <==
export PLATFORM = sky130hd
export DESIGN_NAME = wrapper_register_file
export DESIGN_NICKNAME = wrapper_register_file
export VERILOG_FILES = /design/flow/design.v
export SDC_FILE = /design/flow/constraint.sdc
export NUM_CORES = 4
export LEC_CHECK = 1
export CORE_UTILIZATION = 30
==> /design/flow/constraint.sdc <==
current_design wrapper_register_file

set clk_period 11.8
set clk_io_pct 0.2

create_clock -name clk0 -period $clk_period [get_ports {clk}]

set non_clock_inputs [all_inputs -no_clocks]
set_input_delay [expr $clk_period * $clk_io_pct] -clock clk0 $non_clock_inputs
set_output_delay [expr $clk_period * $clk_io_pct] -clock clk0 [all_outputs]
==> flow_summary.toml <==
# physical design summary
[clock_tree]
clk_latency_ns = 0.72
cts_setup_buffers = 0
cts_sinks = 992
cts_hold_buffers = 0
cts.repair.resized = 0
htree_num_levels = 3
clock_tree.buffer_depth = 3
path_clk_slew_ns = 0.06
clock-root-buffer = "clkbuf_16"
tritoncts = "done"
numCtsBuffers = 107

[synthesis]
topCellsByArea = "dfrtp_1 (50%), mux2_2 (22%), a22oi_1 (9.0%), and3_1 (4.8%), clkbuf_1 (2.9%)"
ys_sh_mux = 0.227
synthXorXnorAreaFrac = 0
largest_area_cell = "dfrtp_1"
ys_seq_elements = 992
top_cells_by_count = "mux2_2 (993), dfrtp_1 (992), a22oi_1 (601), and3_1 (383), clkbuf_1 (382)"
synthFlopType = "dfrtp_1"
netlist.area_leader.share = 0.498
ys_chip_area_sq_um = 49900
synth_area_sq_um = 49900
logic_family = "multiplexers"
yosysWarningCount = 4
synthAoiAreaFrac = 0.133
async_reset_ff_frac = 1.00
ys_sh_adder = 0
ys_seq_share = 0.498
synth_area_per_cell_sq_um = 11.9
syn-instance-count = 4192
most_common_cell = "mux2_2"
edf_count = 0
simple_gate_area_frac = 0.106
synth.distinct_cells = 51
ys_cells = 4192

[setup_path]
crit_required_ns = 9.44
critPathMaxStageDelay_ns = 0.93
critPathKind = "in2out"
slowest_stage = "clkdlybuf4s50_1"
end_kind = "primary output"
critPathBufInv = 4
crit_arrival_ns = 7.10
crit_family = "buffers and inverters"
path_cells = "clkdlybuf4s50_1 -> nor2b_4 -> buf_4 -> and2_2 -> buf_4 -> a22oi_1 -> nand4_1 -> or4_1 -> clkdlybuf4s50_1"
critPathMaxFanout = 33
start_kind = "input port"

[sta]
slew-limit-headroom = 0.269
clock_skew_ns = 0
finalCritPeriodShare = 0.802
final_hold_viol_count = 0
finalCriticalPeriod_ns = 9.46
tns_ns = 0
max_freq_ghz = 0.106
worst_pin_slew_ns = 1.10
rsz0062_at_grt = "false"
holdWs_ns = 0.519
report.final.slew_viol_count = 0
setup_viol = 0

[detailed_routing]
avgRoutedWirePerCell_um = 37.5
ant_nets = 0
via_per_inst = 6.66
drc_errors = 0
drt_wl_total_mm = 241
drt_iter0_markers = 5344
firstDrtPassIters = 25
vias = 42800

[floorplan]
core_area_sq_um = 165000
die-area_sq_um = 168000
die_w_um = 410
io_pins = 114
fp-utilization = 0.302
rows = 149
die_h_um = 410

[placement]
place_congestion = 1.02
portBuffers = 113
post-dp-hpwl_mm = 136
dp_cells = 6210
placed_cell_area_sq_um = 53700

[final_layout]
final_cells = 6426
fill_cells = 16000
drive_gt1_frac = 0.347
final_area_sq_um = 57500
syn2layout_area_growth_pct = 15.2

[power]
p_leak_nw = 26.0
vdd_drop_max_uv = 136
power_density_nw_per_um2 = 166

[global_route]
grt.overflow.total = 0
grt_max_degree = 109
grt_pass1_wl_mm = 334
grt_util_all_layers = 0.293
grt_pass1_vias = 42100
antenna_found_initial = 15

[min_path]
hold_path_class = "reg2reg"

[run]
warnings = 29
max-cap-violations = 0

[status]
status = "complete, no violations"
## stage by stage
stage	setup WS [ns]	power, mW	utilization
5_1_grt	2.33	9.85	0.348
3_5_place_dp	2.68	6.00	0.326
4_1_cts	2.68	9.52	0.348
2_1_floorplan	5.42	5.26	-
6_report	2.34	9.56	0.348
3_3_place_gp	2.68	5.98	0.326
## layout make-up
class	instances	area, sq um	share of cell area
Tap cell	2189	2740	0.0477
Multi-Input combinational cell	2734	23600	0.411
Timing Repair Buffer	293	2520	0.0439
Inverter	2	7.51	0.000131
Clock inverter	50	599	0.0104
Sequential cell	992	24800	0.432
Clock buffer	148	3080	0.0537
Antenna cell	18	45.0	0.000784
## where the power goes
| part | leakage (nW) | internal [mW] | switching, mW | total (mW) |
|---|---|---|---|---|
| registers | 12.7 | 4.06 | 0.611 | 4.67 |
| logic | 11.5 | 0.707 | 0.627 | 1.33 |
| clock network | 1.81 | 2.07 | 1.48 | 3.55 |
## final timing paths
path                                          startpoint                             to  slack, ns  depth (start not counted)
max                                 read_register_1_i[4]              read_data_1_o[12]       2.34                          9
min                        registerfile.R32.Reg20.q6[25]  registerfile.R32.Reg20.q6[25]       0.52                          1
max reg2reg                 registerfile.R32.Reg21.q6[7]   registerfile.R32.Reg21.q6[7]      10.91                          1
min reg2reg                registerfile.R32.Reg20.q6[25]  registerfile.R32.Reg20.q6[25]       0.52                          1
max in group asynchronous                          reset    registerfile.R32.Reg1.q6[8]       7.49                          4
min in group asynchronous                          reset  registerfile.R32.Reg17.q6[29]       1.61                          1
## cells by family (layout without fill, tap and decap cells)
group	count (synthesis)	after routing
and+or+nand+nor	894	894
muxes	1005	1005
other	0	18
AOI/OAI and AO/OA	835	835
DFF	992	992
buffers and inverters	466	493
## per-layer routing
| metal | global-route usage | wire length (um) | vias to the layer above |
|---|---|---|---|
| met5 | 0.00575 | 206 | - |
| met4 | 0.171 | 20100 | 20 |
| met3 | 0.197 | 42600 | 1262 |
| met2 | 0.392 | 96100 | 3901 |
| met1 | 0.348 | 82100 | 21500 |
| li1 | - | - | 16200 |
## cells in the final DEF (no fill, tap or decap), types with 5 or more instances in the layout
cell             count
nand4_1            107
dfrtp_1            992
clkdlybuf4s50_1    112
nand3_1            149
nand2_2              5
mux2i_1             12
nor3b_2              5
a22o_1               5
or4_1               62
clkbuf_16          108
a2111oi_0          119
nor2_4              22
and3_1             381
a32oi_1             72
clkbuf_1            17
nand3b_1             6
nor2_1               6
mux2_2             993
clkbuf_8            23
and2_2              39
nand2_4             10
diode_2             18
nand2_1             52
clkinvlp_4           7
buf_4              177
nor3_1               5
clkinv_2            22
a22oi_1            601
inv_6                5
nor3_2               5
bufinv_16           11
a222oi_1            15
No activity file was given, so power comes from the tool's default toggle rates.
